`./run.sh`:
```
#!/bin/bash
# OpenROAD 26Q1-2900-gdf79404cd8, Yosys 0.63+post, stock flow scripts
make -C /OpenROAD-flow-scripts/flow DESIGN_CONFIG=/design/flow/config.mk WORK_HOME=/design/flow/orfs finish
```
`./config.mk`:
```
export PLATFORM = sky130hd
export DESIGN_NAME = Lab2_ripple_borrow_4_bit_sub
export DESIGN_NICKNAME = Lab2_ripple_borrow_4_bit_sub
export VERILOG_FILES = /design/flow/design.v
export SDC_FILE = /design/flow/constraint.sdc
export NUM_CORES = 4
export LEC_CHECK = 1
export CORE_AREA = 10 10 70 70
export DIE_AREA = 0 0 80 80
```
`./constraint.sdc`:
```
current_design Lab2_ripple_borrow_4_bit_sub

set clk_period 3.1
set clk_io_pct 0.2

create_clock -name clk0 -period $clk_period

set non_clock_inputs [all_inputs -no_clocks]
set_input_delay [expr $clk_period * $clk_io_pct] -clock clk0 $non_clock_inputs
set_output_delay [expr $clk_period * $clk_io_pct] -clock clk0 [all_outputs]
```
`./design.v`:
```
module Lab2_full_sub(output D,B, input x,y,z);
wire w1,w2,w3;
Lab2_half_sub_gate_level M0 (w1,w2,x,y);
Lab2_half_sub_gate_level M1 (D,w3,w1,z);
or G1(B,w2,w3);
endmodule
module Lab2_half_sub_gate_level(output D,B,input x,y);
wire w1;
	not (w1,x);
	and (B,w1,y);
	xor (D,x,y);
endmodule
module Lab2_ripple_borrow_4_bit_sub(output [4-1:0]Diff,output Bout,input [4-1:0]X,Y,input Bin);
wire a1,a2,a3;
Lab2_full_sub M0(Diff[0],a1,X[0],Y[0],Bin);
Lab2_full_sub M1(Diff[1],a2,X[1],Y[1],a1);
Lab2_full_sub M2(Diff[2],a3,X[2],Y[2],a2);
Lab2_full_sub M3(Diff[3],Bout,X[3],Y[3],a3);
endmodule
```
==> impl_metrics.csv <==
group,metric,value,unit
outcome,outcome,"complete, no violations",
route,drtIter0Drc,1,
setup_path,critPathKind,"in -> out",
final_layout,layout.cells.non_filler,74,
route,drc,0,
grt,grt_pass1_vias,135,
route,wl_per_cell,5.77,microns
timing,fin_crit,2.96,ns
yosys,top_area_cell,"fa_1",
grt,grt_pass1_wl,621,microns
final_layout,nClkBuffers,0,
yosys,syn_area,148,sq um
place,gp_congestion,0.745,
yosys,synth_warnings,0,
yosys,synth_cells,18,
floorplan,dieWidth,80,microns
yosys,synth_area_per_cell,8.20,sq um
place,numPlacedInstances,74,
yosys,ys_cells,18,
route,dr.pass1.iters,2,
floorplan,initCoreUtil,4.32,%
place,io_buffers,14,
pwr,ir_drop,0.0398,mV
route,viasPerCell,1.70,
grt,grt_max_degree,2,
final_layout,syn2layout_area_growth,114,%
final_layout,ff_latch_area,0,sq um
route,ant_nets,0,
final_layout,numSequentialCells,0,
grt,antenna_found_initial,0,
floorplan,dieHeight,80,microns
yosys,ys_area,148,sq um
place,dp_hpwl,410,microns
timing,setup_viol,0,
final_layout,final_common_cell,"clkdlybuf4s50_1",
timing,slew_headroom,94.0,%
yosys,ys_seq_share,0,%
route,n_antenna_cell,0,
setup_path,crit_path_start_kind,"primary input",
pwr,power_per_cell_area,130,mW/mm^2
timing,hold_viol_final,0,
grt,grt-ovfl-total,0,
route,routed_wl,427,microns
job,warning_count,32,
yosys,top_area_share,54.2,%
worst_hold_path,hold_depth,4,
final_layout,final_cell_mix,"clkdlybuf4s50_1 (7), inv_1 (6), inv_2 (4), fa_2 (3), dlygate4sd2_1 (3)",
yosys,synthDistinctLibCells,3,
worst_hold_path,hold_start,"Y[3]",
timing,rsz0062_at_grt,"false",
timing,worst_pin_slew,0.0895,ns
floorplan,dieArea,0.00640,sq mm
timing,clock.fmax,337,MHz
final_layout,layout-drive-gt1-share,28.6,%
floorplan,core_area,0.00342,sq mm
timing,fin_crit_sh,95.6,%
worst_hold_path,holdPathEnd,"Diff[3]",
floorplan,ioPinCount,14,
job,drv_cap,0,
worst_hold_path,hold_class,"in -> out",
timing,setup_tns,0,ns
timing,slew_viol_final,0,
grt,grt_usage,1.23,%
yosys,topCellsByArea,"fa_1 (54%), inv_1 (25%), buf_4 (20%)",
clocking,post_cts_buffers,0,
pwr,p_leak,0.145,nW
floorplan,rows,21,
setup_path,arrival,2.34,ns
setup_path,crit_path_start,"X[0]",
setup_path,end_kind,"output port",
route,vias,126,
setup_path,crit_fanout,1,
setup_path,required,2.48,ns
-- kinds of logic (layout without fill, tap and decap cells) --
group,after synthesis,count (layout),synth area share (%)
adders and majority gates,4,4,54.2
buffers and inverters,14,24,45.8
-- power breakdown --
part,switching (W),internal (W)
registers,0,0
logic,0.0000134,0.0000276
clock network,0,0
total,0.0000134,0.0000276
-- critical path, stage by stage --
cell and delay (ns):
dlygate4sd2_1 0.25, fa_2 0.38, inv_2 0.06, fa_2 0.20
fa_2 0.19, inv_2 0.03, fa_1 0.35, inv_1 0.05
dlygate4sd2_1 0.21
-- synth_stat cells, drive strengths merged --
| cell | instances |
|---|---|
| buf | 4 |
| inv | 10 |
| fa | 4 |
-- per-stage QoR --
step / hold WS (ns) / power (W) / utilization, % / instance area (sq um) / worst slack, ns
after floorplan: 1.40 / 0.0000222 / - / 148 / 0.300
after global placement: 2.30 / 0.0000469 / 9.23 / 315 / -0.534
after detailed placement: 2.30 / 0.0000470 / 9.23 / 315 / -0.526
after CTS: 1.96 / 0.0000432 / 9.19 / 314 / 0.0150
after global routing: 2.03 / 0.0000476 / 9.27 / 317 / 0.0327
final: 1.95 / 0.0000410 / 9.27 / 317 / 0.136
-- per-layer routing --
layer / track usage (%) / wire, microns / vias up
met5: 0 / 0 / -
met4: 0 / 0 / 0
met3: 0.455 / 58 / 0
met2: 1.12 / 98 / 14
met1: 2.34 / 270 / 52
li1: - / - / 60
-- worst max-delay path by stage --
stage     cells after the start  slack [ns]  endpoint
4_1_cts                       8        0.01   Diff[3]
5_1_grt                       9        0.03      Bout
6_report                      9        0.14      Bout
-- repair_timing --
| action | CTS | global route |
|---|---|---|
| gates resized | 16 | 2 |
| setup endpoints to repair | 4 | 2 |
| hold buffers | 0 | 0 |
| pin swaps | 4 | 3 |
-- area by class of cell --
class / count / area (sq um)
timing repair buffer: 14 / 134
fill: 405 / 3100
inverter: 10 / 37.5
tap: 46 / 57.6
multi-input combinational: 4 / 87.6
Power is estimated from default activity; no workload was simulated.
