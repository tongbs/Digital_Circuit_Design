### flow/config.mk
export PLATFORM = sky130hd
export DESIGN_NAME = Lab2_decoder_5x32
export DESIGN_NICKNAME = Lab2_decoder_5x32
export VERILOG_FILES = /design/flow/design.v
export SDC_FILE = /design/flow/constraint.sdc
export NUM_CORES = 4
export LEC_CHECK = 1
export CORE_AREA = 10 10 70 70
export DIE_AREA = 0 0 80 80
### flow/constraint.sdc
current_design Lab2_decoder_5x32

set clk_period 1.9
set clk_io_pct 0.2

create_clock -name clk0 -period $clk_period

set non_clock_inputs [all_inputs -no_clocks]
set_input_delay [expr $clk_period * $clk_io_pct] -clock clk0 $non_clock_inputs
set_output_delay [expr $clk_period * $clk_io_pct] -clock clk0 [all_outputs]
### flow/design.v
module Lab2_decoder_2x4(output [4-1:0] Dout, input [2-1:0] A, input enable);
assign 	   Dout[0] = (A[0])&&(A[1])&&enable;
assign	   Dout[1] = (~A[0])&&(A[1])&&enable;
assign     Dout[2] = (A[0])&&(~A[1])&&enable;
assign	   Dout[3] = (~A[0])&&(~A[1])&&enable;
endmodule
module  Lab2_decoder_3x8 (output [8-1:0] Dout, input [3-1:0] A, input enable);
assign Dout[0]=(A[0])&&(A[1])&&(A[2])&&enable;
assign Dout[1]=(~A[0])&&(A[1])&&(A[2])&&enable;
assign Dout[2]=(A[0])&&(~A[1])&&(A[2])&&enable;
assign Dout[3]=(~A[0])&&(~A[1])&&(A[2])&&enable;
assign Dout[4]=(A[0])&&(A[1])&&(~A[2])&&enable;
assign Dout[5]=(~A[0])&&(A[1])&&(~A[2])&&enable;
assign Dout[6]=(A[0])&&(~A[1])&&(~A[2])&&enable;
assign Dout[7]=(~A[0])&&(~A[1])&&(~A[2])&&enable;
endmodule
module Lab2_decoder_5x32 (output [32-1:0] Dout, input [5-1:0] A, input enable);
wire [4-1:0]Dout1;
Lab2_decoder_2x4 M0(Dout1,A[4:3],enable);
Lab2_decoder_3x8 M1(Dout[31:24],A[2:0],Dout1[3]);
Lab2_decoder_3x8 M2(Dout[23:16],A[2:0],Dout1[2]);
Lab2_decoder_3x8 M3(Dout[15:8],A[2:0],Dout1[1]);
Lab2_decoder_3x8 M4(Dout[7:0],A[2:0],Dout1[0]);
endmodule
### flow/run.sh
#!/bin/bash
# OpenROAD 26Q1-2900-gdf79404cd8, Yosys 0.63+post, stock flow scripts
make -C /OpenROAD-flow-scripts/flow DESIGN_CONFIG=/design/flow/config.mk WORK_HOME=/design/flow/orfs finish
==> results.cfg <==
; generated from flow reports
[power]
seqPwrFrac = 0
p_clk_frac = 0
combPwrFrac = 1.000
leakage_nw = 0.5104
p_switching_mw = 0.04402
swShare = 0.4191
internal-power_mw = 0.06103
power_density_mw_per_mm2 = 115.0
ir_worst_vdd_mv = 0.02850

[flow_run]
cap_viol_max_count = 0
warnings = 33

[synth]
ys_cells = 47
yosys_area_um2 = 234.0
yosysWarnings = 0
netlist_area_um2 = 234.0
synthMostInstantiatedCell = nor2_1
avgSynthCellArea_um2 = 4.978
area_leaders = nor2_1 51%, nand4bb_1 14%, nand4b_1 11%
ys_types = 9
synth_cells = 47
common_cells = 32 x nor2_1, 3 x clkbuf_1, 3 x nand4b_1, 3 x nand4bb_1, 2 x nand2b_1
synth_top_area_share = 0.5134
largest_area_cell = nor2_1
ys_seq_frac = 0

[finish]
final_area_um2 = 913.4
layout-drive-gt1-share = 0.4571
regArea_um2 = 0
ff_count = 0
area_growth_pct = 290.4
nClkBuffers = 0
nFillCells = 371
final_core_util = 0.2674

[grt]
grt_pass1_vias = 534
antenna_found_initial = 0
grt_first_pass_wirelength_mm = 2.863
grt_usage = 0.05313
grt_max_degree = 9
grt_overflow_total = 0

[routing]
post-route-drc-count = 0
antenna_left = 0
wl_per_cell_um = 12.13
drt-pass1-iter-count = 4
first_iter_violations = 28
viasPerCell = 3.583
wirelength_mm = 1.832
vias = 541
route.antenna.diode_count = 0

[setup_path]
cp_data_arrival_time_ps = 1450
cp-start-kind = input port
critical_path.endpoint = Dout[4]
endpoint_kind = primary output
cp_max_fo = 7
startpoint = A[4]
cp.required_ps = 1520
timing_worst_setup_path_type = input port to primary output

[timing]
drv_slew = 0
period_used_share = 0.9646
post-route-min-period_ps = 1833
timing.fmax_ghz = 0.5456
rsz0062_at_grt = no
slew_headroom = 0.8683
worst_pin_slew_ps = 196.8
finalHoldViolations = 0
setup_viol = 0

[die]
die_y_um = 80
core_mm2 = 0.003416
die_width_um = 80
fp_util = 0.06850
io_pins = 38
dieArea_mm2 = 0.006400
fp-row-count = 21

[place]
placed_cell_area_um2 = 690.7
place_congestion = 0.7445
dp_hpwl_mm = 1.389
io_buffers = 38

[status]
status = complete, no violations

[worst_hold_path]
min_path_type = input port to primary output
-- what timing repair did --
item | in CTS | in global routing
buffers inserted | 17 | 4
resized | 70 | 10
endpoints found under the setup margin | 32 | 14
hold buffers | 0 | 0
hold endpoints to repair | 0 | 0
pin swaps | 33 | 5
-- worst min path at each step --
stage     from       end  slack (ps)  cells past startpoint
4_1_cts   A[1]  Dout[29]        1270                      4
5_1_grt   A[2]  Dout[30]        1260                      5
6_report  A[2]  Dout[29]        1220                      5
-- kinds of logic after synthesis --
| group | after synthesis | synth area share |
|---|---|---|
| buffers and inverters | 3 | 0.04812 |
| and+or+nand+nor | 44 | 0.9519 |
-- power groups by stage --
stage         combinational, mW  sequential (mW)  clock (mW)
finish                    0.105                0           0
global route              0.114                0           0
CTS                      0.0980                0           0
-- layout make-up --
type / count / area, um^2 / share of cell area
multi-input combinational: 44 / 309.0 / 0.3384
timing repair buffer: 61 / 546.8 / 0.5986
tap: 46 / 57.56 / 0.06301
-- cells in the final DEF (no fill, tap or decap), types with 2 or more instances in the layout --
| master | instances |
|---|---|
| buf_2 | 3 |
| clkbuf_2 | 2 |
| dlygate4sd2_1 | 24 |
| nand4b_1 | 3 |
| nand4bb_4 | 3 |
| nor2_2 | 7 |
| dlymetal6s2s_1 | 3 |
| nand2b_4 | 2 |
| nor2_1 | 25 |
| buf_6 | 6 |
| clkdlybuf4s15_2 | 5 |
| buf_4 | 16 |
-- worst max-delay path, cell delays in order --
cell and delay (ps):
clkdlybuf4s15_2 200, buf_6 120, nand4b_1 140, nor2_1 130, clkdlybuf4s50_1 480
-- stage by stage --
stage / power (mW) / cells / setup TNS [ps] / hold WS, ps / setup WS [ps]
2_1_floorplan: 0.02119 / 47 / 0 / 885.2 / 548.3
5_1_grt: 0.1137 / 151 / 0 / 1258 / 16.21
3_5_place_dp: 0.06617 / 132 / -11220 / 1822 / -454.4
3_3_place_gp: 0.06493 / 132 / -10500 / 1823 / -430.7
6_report: 0.1051 / 151 / 0 / 1223 / 67.23
4_1_cts: 0.09802 / 149 / -2.692 / 1270 / -2.692
-- routing by layer --
metal | GRT usage | up-vias | routed length (um) | share of wire
met1 | 0.06469 | 248 | 737 | 0.40
met5 | 0 | - | 0 | 0
met4 | 0 | 0 | 0 | 0
li1 | - | 272 | - | -
met3 | 0.009091 | 0 | 172 | 0.094
met2 | 0.09952 | 21 | 922 | 0.50
Power figures rest on the tool's default switching activity, not on a simulated workload.
